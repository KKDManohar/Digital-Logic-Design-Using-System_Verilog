==> ./design.v <==
package alu_package;
	parameter IN_WIDTH = 16;
	parameter OUT_WIDTH = 32;
	parameter OP_WIDTH = 3;
	parameter NUM_OF_OP = 5;
	typedef enum logic[OP_WIDTH - 1 : 0] {
		NO_OP = 3'b000,
		ADD = 3'b001,
		SUB = 3'b010,
		XOR = 3'b011,
		MUL = 3'b100,
		AND = 3'b101
	} ALU_OP;
endpackage
import alu_package::*;
module alu_design(clock,reset,A,B,start_op,op_sel,result,end_op);
	input logic clock,reset;
	input logic [IN_WIDTH - 1 : 0] A;
	input logic [IN_WIDTH - 1 : 0] B;
	input logic start_op;
	input [OP_WIDTH - 1 : 0] op_sel;
	output logic [OUT_WIDTH - 1 : 0] result;
	output logic end_op;
	logic [OUT_WIDTH - 1 : 0] mul_done1,mul_done2;
	int counter;
	always_ff @(posedge clock or posedge reset)
	begin
		if(reset) begin
			result <= 0;
			end_op <= 0;
			counter <= 0;
			mul_done1 <= 0;
			mul_done2 <= 0;
		end
		else if(start_op) begin
			unique case(op_sel)
				3'b000	:	begin
								result <= 0;
								end_op <= 1;
							end
				3'b001		:	begin
								result <= A + B;
								end_op <= 1;
							end
				3'b010		:	begin
								result <= A - B;
								end_op <= 1;
							end
				3'b011		:	begin
								result <= A ^ B;
								end_op <= 1;
							end
				3'b100		:	begin
								mul_done1 <= A * B;
								mul_done2 <= mul_done1;
								result <= mul_done2;
								if(counter >= 2) begin
									counter <= 0;
									end_op <= 1;
								end
								else begin
									counter = counter + 1;
									end_op <= 0;
								end
							end
				3'b101		:	begin
								result <= A & B;
								end_op <= 1;
							end
				default	:	begin
								result <= 0;
								end_op <= 0;
							end
			endcase
		end
		else begin
			result <= 0;
			end_op <= 0;
			counter <= 0;
			mul_done1 <= 0;
			mul_done2 <= 0;
		end
	end
endmodule
interface alu_if;
	logic clock,reset;
	logic [IN_WIDTH - 1 : 0] A;
	logic [IN_WIDTH - 1 : 0] B;
	logic start_op;
	logic [OP_WIDTH - 1 : 0] op_sel;
	logic [OUT_WIDTH - 1 : 0] result;
	logic end_op; 
endinterface 
==> ./run.sh <==
#!/bin/bash
# OpenROAD 26Q1-2900-gdf79404cd8, Yosys 0.63+post, stock flow scripts
make -C /OpenROAD-flow-scripts/flow DESIGN_CONFIG=/design/flow/config.mk WORK_HOME=/design/flow/orfs finish
==> ./config.mk <==
export PLATFORM = sky130hd
export DESIGN_NAME = alu_design
export DESIGN_NICKNAME = alu_design
export VERILOG_FILES = /design/flow/design.v
export SDC_FILE = /design/flow/constraint.sdc
export NUM_CORES = 4
export LEC_CHECK = 1
export CORE_UTILIZATION = 40
==> ./constraint.sdc <==
current_design alu_design

set clk_period 7.6
set clk_io_pct 0.2

create_clock -name clk0 -period $clk_period [get_ports {clock}]

set non_clock_inputs [all_inputs -no_clocks]
set_input_delay [expr $clk_period * $clk_io_pct] -clock clk0 $non_clock_inputs
set_output_delay [expr $clk_period * $clk_io_pct] -clock clk0 [all_outputs]
==> changes_impl.md <==
### Implementation results

* Cells after synthesis at 1862
* Top cells by count: nand2_1, inv_1, fa_1
* Routed WL per cell at 17.87 um
* Number of vias per cell at 5.198
* Worst slack, placed at -21.43 ps
* Synth async-reset ratio at 100.0%
* Number of global-route vias before repair at 13960
* R2R depth at 7
* Die Width at 202.7 um
* PnR Total Power at 8.115 mW
* Yosys cell count at 1862
* Vias at 13120
* Post-CTS Setup Bufs at 0
* Post-cts resize count at 0
* CP startpoint kind: primary input
* Synth flops at 129
* Worst Max-Slew Pin Slew at 832.1 ps
* Gr ovfl total at 0
* Chip area at 41080 um^2
* Hold slack at 476.1 ps
* Initial antenna violation count at 0
* RSZ-0062 raised after global routing: no
* Slew Viols, Final at 0
* Yosys warning tally at 1
* Antenna-violating nets left at 0
* Psw at 3.959 mW
* CTS H-tree depth at 4
* Leakage at 9.117 nW
* Post-synth EDFFs at 0
* Critical path class: primary input to flip-flop
* Slew HR at 44.32%
* Main area contributors: fa_1, dfrtp_1, ha_1, nand2_1, inv_1
* Yosys top cell by area: fa_1
* Placed Cells at 2493
* N_diodes at 0
* Chip Area, Yosys at 16110 um^2
* Syn Area/Cell at 8.652 um^2
* Internal at 4.157 mW
* CTS sink cnt at 129
* Post-Layout Cell Count at 2525
* Outcome: finished, final reports clean
* Tot GR Track Use at 24.41%
* Placer congestion estimate at 0.9425
* Seq pwr share at 9.4%
* Fin crit period at 7188 ps
* WL final at 45.13 mm
* Hold-fix buffers, CTS at 0
* Post-Syn Area at 16110 um^2
* Largest fanout on the critical path at 6
* Main flop type: dfrtp_1
* Combinational fraction of design power at 80.3%
* Setup slack after layout at 411.7 ps
* Pwr/cell area at 432.9 nW/um^2
* PortBufs at 70
* P&R area growth vs syn at 16.37%
* Yosys cell types at 83
* CP Capture Type: flip-flop
* Die H at 202.7 um
* First-pass GRT wire length at 74.88 mm
* DP HPWL at 36.31 mm
* Hold path depth at 2
* Std-Cell Rows at 73
* Io pins at 71
* DRT Pass-1 Iters at 5
* Clock tree root buffer cell: clkbuf_16
* Tool warnings at 42
* Max cap viols at 0
* Drt drc at 0
* Clock tree from TritonCTS: built
* DRT iter0 DRCs at 800
* Dominant cell area share at 24.36%
* WP data arrival at 7510 ps
* Net Sw Frac at 48.78%
* CTS buffer count at 17
* Fp_density at 40.54%
* Fillers at 3727
* Final hold vios at 0
* Final Cycle Share at 94.58%
* Post-synth seq share at 20.04%
* Layout cells sized above 1 at 9.850%
* Clock skew at 9.403 ps
* Clk latency of the worst-skew pair at 430 ps
* Register area at 3228 um^2
* Maximum vdd drop at 0.0004961 V
* Final setup viols at 0
* Combinational Area at 11470 um^2
* Maximum number of pins on one net before global-route repair at 77
* Clock tree buffer depth at 2
* Clock power share at 10.3%
* Synth top cell by count: nand2_1
* Critical Path RT at 7920 ps
* Clk pin slew, worst setup/hold paths at 70 ps
* Max Clk Rate at 0.1391 GHz
* Hold Path Class: flip-flop to flip-flop
* Core Footprint at 39730 um^2
==> layer usage <==
layer,global-route usage (%),routed length (um)
met5,0,0
met4,6.149,1453
met3,4.642,2360
met2,39.20,21420
met1,35.23,19900
==> worst max-delay path, cell delays in order <==
cell and delay [ps]:
clkdlybuf4s50_1 570, ha_1 210, inv_1 60, fa_1 530
inv_1 60, fa_1 540, inv_1 60, fa_1 470
inv_1 50, fa_1 520, fa_1 540, inv_1 50
fa_1 520, inv_1 40, ha_1 300, a21o_1 200
a21o_1 170, a21oi_1 280, o21ai_0 230, or3_1 340
a32o_1 240
==> cells by family after synthesis <==
kind of cell	Yosys count	synth area share [%]
XOR/XNOR	47	2.555
multiplexers	21	1.383
buffers and inverters	371	8.777
flip-flops	129	20.04
adder cells (fa/ha/maj)	334	35.08
AND/OR/NAND/NOR	664	19.39
AND-OR/OR-AND	296	12.78
==> worst paths after layout <==
check	startpoint	end	slack [ps]
worst max register to register	counter[0]	counter[27]	5200
min in group asynchronous	reset	counter[15]	1590
worst min-delay path	mul_done2[19]	result[19]	480
worst max-delay path	A[7]	mul_done1[21]	410
max in group asynchronous	reset	mul_done1[30]	4880
worst min register to register	mul_done2[19]	result[19]	480
==> metrics by stage <==
step / util [%] / cell area, um^2 / TNS (ps)
2_1_floorplan: - / 16110 / 0
3_3_place_gp: 45.65 / 18140 / 0
3_5_place_dp: 45.65 / 18140 / -21.43
4_1_cts: 47.18 / 18750 / 0
5_1_grt: 47.18 / 18750 / 0
6_report: 47.18 / 18750 / 0
==> power groups by stage <==
stage	clock, mW	combinational, mW	sequential [mW]
after CTS	0.853	6.59	0.765
final	0.834	6.52	0.764
after global routing	0.877	7.39	0.770
==> state kept, by name (all words and copies together) (netlist names) <==
| name | flops |
|---|---|
| counter | 32 |
| mul_done1 | 32 |
| mul_done2 | 32 |
| result | 32 |
| end_op | 1 |
==> layout by cell type (no fill, tap or decap), types with 51 or more instances in the layout <==
master / n
fa_1: 196
nand2_1: 309
buf_4: 121
a21oi_1: 62
and2_1: 113
o21ai_0: 51
dfrtp_1: 129
inv_1: 277
ha_1: 138
nor2_1: 98
clkdlybuf4s50_1: 69
==> layout make-up <==
| type | count | share of cell area (%) |
|---|---|---|
| timing repair buffer | 197 | 9.197 |
| sequential | 129 | 17.22 |
| multi-input combinational | 1362 | 61.20 |
| tap | 525 | 3.504 |
| clock buffer | 17 | 2.269 |
| inverter | 280 | 5.633 |
| clock inverter | 15 | 0.9744 |
Power and IR drop assume default switching activity.
